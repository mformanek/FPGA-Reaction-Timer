## flow/config.mk

```make
export PLATFORM = sky130hd
export DESIGN_NAME = Project3
export DESIGN_NICKNAME = Project3
export VERILOG_FILES = /design/flow/design.v
export SDC_FILE = /design/flow/constraint.sdc
export NUM_CORES = 4
export LEC_CHECK = 1
export CORE_UTILIZATION = 50
```

## flow/constraint.sdc

```tcl
current_design Project3

set clk_period 3.7
set clk_io_pct 0.2

create_clock -name clk0 -period $clk_period [get_ports {clck50mzh}]
create_clock -name clk1 -period $clk_period [get_ports {pb}]

set non_clock_inputs [all_inputs -no_clocks]
set_input_delay [expr $clk_period * $clk_io_pct] -clock clk0 $non_clock_inputs
set_output_delay [expr $clk_period * $clk_io_pct] -clock clk0 [all_outputs]
```

## flow/design.v

```verilog
module _100hz(clk_50mhz,rst_50mhz,out_100hz);
input clk_50mhz;
input rst_50mhz;
reg [17:0] count_reg = 0;
output reg out_100hz = 0;
always @(posedge clk_50mhz or posedge rst_50mhz) begin
    if (rst_50mhz) begin
        count_reg <= 0;
        out_100hz <= 0;
    end else begin
        if (count_reg < 249999) begin  
            count_reg <= count_reg + 1;
        end else begin
            count_reg <= 0;
            out_100hz <= ~out_100hz;
        end
    end
end
endmodule
	module Project3(hled0,hled1,hled2,hled3, led, pb, pb2,clck50mzh);
	input pb;
	input pb2;
	input clck50mzh;
	output [7:0] hled0;
	output [7:0] hled1;
	output [7:0] hled2;
	output [7:0] hled3;
	output reg [9:0] led = 0;
	wire clk100hz;
	wire [3:0] BCD_0;
	wire [3:0] BCD_1;
	wire [3:0] BCD_2;
	wire [3:0] BCD_3;
	wire [9:0] t;
	reg rst=0;
	reg [15:0] userlag=0;
	reg [31:0] count100=0;
	reg [9:0] rdm =0;
	reg [9:0] ledc;
    _100hz clock(clck50mzh,0,clk100hz);  
	always @ (posedge clk100hz)begin  
	count100 <= (count100 + 1);  
	if(!pb)begin  
		count100<=0;
		userlag =0;
		rst <=0;
	end
	if(!pb2)begin  
	rst<=1;
	end
		if(rdm == count100 && count100>0)begin  
			led[9] <= 1;
			end
	   if(led[9])begin  
	     ledc <= ledc +1;
	      if(ledc == 200)begin
			ledc <= 0;
			led[9]=0;
			end
		end
	  if(rst && !userlag)begin  
		if(count100>rdm)begin   
		userlag <= count100 - rdm;  
		end
		else begin
		rst <=0;  
		end
		end
	end
	always @ (posedge pb)begin
		rdm <= t;  
	end
	random ran(t,clk100hz);  
	bin2bcd a(userlag, BCD_0, BCD_1, BCD_2, BCD_3);  
	segleddec seg0(BCD_0,1'b0, hled0);
	segleddec seg1(BCD_1,1'b0, hled1);
	segleddec seg2(BCD_2,1'b1, hled2);
    segleddec seg3(BCD_3,1'b0, hled3);  
endmodule
module random(d,clk);
  input clk;
  output reg [9:0] d=5;  
always @(posedge clk) begin
    d <= { d[9:0], d[9] ^ d[6] };  
end
endmodule
module add3ifbig5(i,a); 
	input [3:0] i; 
	output [3:0] a; 
	reg [3:0] a; 
	always @ (i) 
		case (i) 
			4'b0000: a <= 4'b0000; 
			4'b0001: a <= 4'b0001; 
			4'b0010: a <= 4'b0010; 
			4'b0011: a <= 4'b0011; 
			4'b0100: a <= 4'b0100; 
			4'b0101: a <= 4'b1000; 
			4'b0110: a <= 4'b1001; 
			4'b0111: a <= 4'b1010; 
			4'b1000: a <= 4'b1011; 
			4'b1001: a <= 4'b1100;
			4'b1010: a <= 4'b1101;	
			4'b1011: a <= 4'b1110;	
			4'b1100: a <= 4'b1111;	
			default: a <= 4'b0000;  
		endcase 
endmodule 
module bin2bcd (B, BCD_0, BCD_1, BCD_2, BCD_3);
	input [13:0]	B;		
	output [3:0]	BCD_0, BCD_1, BCD_2, BCD_3;   
	wire [3:0]	w1,w2,w3,w4,w5,w6,w7,w8,w9,w10,w11,w12,w13;
	wire [3:0]	w14,w15,w16,w17,w18,w19,w20,w21,w22,w23,w24,w25;
	wire [3:0]	a1,a2,a3,a4,a5,a6,a7,a8,a9,a10,a11,a12,a13;
	wire [3:0]	a14,a15,a16,a17,a18,a19,a20,a21,a22,a23,a24,a25;
	add3ifbig5 A1 (w1,a1);  
	add3ifbig5 A2 (w2,a2);
	add3ifbig5 A3 (w3,a3);
	add3ifbig5 A4 (w4,a4);
	add3ifbig5 A5 (w5,a5);
	add3ifbig5 A6 (w6,a6);
	add3ifbig5 A7 (w7,a7);
	add3ifbig5 A8 (w8,a8);
	add3ifbig5 A9 (w9,a9);
	add3ifbig5 A10 (w10,a10);
	add3ifbig5 A11 (w11,a11);
	add3ifbig5 A12 (w12,a12);
	add3ifbig5 A13 (w13,a13);
	add3ifbig5 A14 (w14,a14);
	add3ifbig5 A15 (w15,a15);
	add3ifbig5 A16 (w16,a16);
	add3ifbig5 A17 (w17,a17);
	add3ifbig5 A18 (w18,a18);
	add3ifbig5 A19 (w19,a19);
	add3ifbig5 A20 (w20,a20);
	add3ifbig5 A21 (w21,a21);
	add3ifbig5 A22 (w22,a22);
	add3ifbig5 A23 (w23,a23);
	add3ifbig5 A24 (w24,a24);
	add3ifbig5 A25 (w25,a25);
	assign  w1 = {1'b0, B[13:11]};		 
	assign  w2 = {a1[2:0], B[10]};
	assign  w3 = {a2[2:0], B[9]};
	assign  w4 = {1'b0, a1[3], a2[3], a3[3]};
	assign  w5 = {a3[2:0], B[8]};
	assign  w6 = {a4[2:0], a5[3]};
	assign  w7 = {a5[2:0], B[7]};
	assign  w8 = {a6[2:0], a7[3]};
	assign  w9 = {a7[2:0], B[6]};
	assign  w10 = {1'b0, a4[3], a6[3], a8[3]};
	assign  w11 = {a8[2:0], a9[3]};
	assign  w12 = {a9[2:0], B[5]};
	assign  w13 = {a10[2:0], a11[3]};
	assign  w14 = {a11[2:0], a12[3]};
	assign  w15 = {a12[2:0], B[4]};
	assign  w16 = {a13[2:0], a14[3]};
	assign  w17 = {a14[2:0], a15[3]};
	assign  w18 = {a15[2:0], B[3]};
	assign  w19 = {a16[2:0], a17[3]};
	assign  w20 = {a17[2:0], a18[3]};
	assign  w21 = {a18[2:0], B[2]};
	assign  w22 = {a10[3], a13[3], a16[3], a19[3]};
	assign  w23 = {a19[2:0], a20[3]};
	assign  w24 = {a20[2:0], a21[3]};
	assign  w25 = {a21[2:0], B[1]};
	assign BCD_0 = {a25[2:0],B[0]};
	assign BCD_1 = {a24[2:0],a25[3]};
	assign BCD_2 = {a23[2:0],a24[3]};
	assign BCD_3 = {a22[2:0],a23[3]};  
endmodule
module segleddec(bcd,dp,led);
  input [3:0] bcd;
	input dp;	 
	output [7:0] led;
	assign led=ALED(bcd,dp);
	function [7:0] ALED;
		input [3:0] bcd;
		input dp;
		case(bcd)
			4'h0:	ALED={ ~dp, 7'b1000000 };  
			4'h1:	ALED={ ~dp, 7'b1111001 };  
			4'h2:	ALED={ ~dp, 7'b0100100 };  
			4'h3:	ALED={ ~dp, 7'b0110000 };  
			4'h4:	ALED={ ~dp, 7'b0011001 };  
			4'h5:	ALED={ ~dp, 7'b0010010 };  
			4'h6:	ALED={ ~dp, 7'b0000010 };  
			4'h7:	ALED={ ~dp, 7'b1111000 };  
			4'h8:	ALED={ ~dp, 7'b0000000 };  
			4'h9:	ALED={ ~dp, 7'b0011000 };  
			4'ha:	ALED={ ~dp, 7'b0001000 };  
			4'hb:	ALED={ ~dp, 7'b0000011 };  
			4'hc:	ALED={ ~dp, 7'b0100111 };  
			4'hd:	ALED={ ~dp, 7'b0100001 };  
			4'he:	ALED={ ~dp, 7'b0000110 };  
			4'hf:	ALED={ ~dp, 7'b0001110 };  
			default:	ALED={ ~dp, 7'b1111111 };  
	endcase
	endfunction
endmodule
```

## flow/run.sh

```bash
#!/bin/bash
# OpenROAD 26Q1-2900-gdf79404cd8, Yosys 0.63+post, stock flow scripts
make -C /OpenROAD-flow-scripts/flow DESIGN_CONFIG=/design/flow/config.mk WORK_HOME=/design/flow/orfs finish
```

==> flow_summary.json <==
{
  "timing.critical_path.slowest_stage_cell": "nor2_1",
  "grt_start_max_net_pins": 72,
  "n_fill_cell": 1783,
  "required_ps": 3650,
  "die_h_um": 146.1,
  "synthArstFlopShare_pct": 0,
  "max_cap_viol_count": 0,
  "largest_reg_flops": 32,
  "synth_chip_area_um2": 10380,
  "comb_area_um2": 7719,
  "fp-utilization_pct": 51.15,
  "num_rows": 52,
  "vdd_ir_drop_max_mv": 0.5227,
  "power_w": 0.002281,
  "grt_usage_pct": 21.15,
  "synth_area_um2": 10380,
  "vias_per_cell": 5.707,
  "critPathMaxStageDelay_ps": 430,
  "antenna_found_initial": 0,
  "ys_cells": 1288,
  "grt_overflow_total": 0,
  "vias": 9125,
  "post-cts-setup-buffers": 0,
  "min_path_type": "flip-flop to flip-flop",
  "tns_ps": 0,
  "crit_type": "flip-flop to flip-flop",
  "p_int_w": 0.001739,
  "max-slew-margin-rel_pct": 36.99,
  "hold_violations": 0,
  "endpoint_kind": "flip-flop",
  "coreArea_um2": 20300,
  "grt_pass1_wl_mm": 38.26,
  "cp_max_fo": 12,
  "cts_hold_buf": 0,
  "synth.avg_cell_area_um2": 8.061,
  "ys.flops": 99,
  "setup_viol": 0,
  "synth.largest_area_cell": "dfxtp_1",
  "unclocked_pins": 70,
  "fin_util_pct": 57.61,
  "synth_cell_type_count": 115,
  "switchingPower_w": 0.0005414,
  "layout-drive-gt1-share_pct": 8.954,
  "cts.repair.resized": 0,
  "untimed_endpoints": 119,
  "leakage_nw": 4.920,
  "swShare_pct": 23.74,
  "ys_warn_count": 7,
  "synthFlopType": "dfxtp_1",
  "edf_count": 11,
  "drv_slew": 0,
  "ant_nets": 0,
  "top_cells_by_count": "nand2_1 (109), nor2_1 (109), ha_1 (96)",
  "cp-start-kind": "flip-flop",
  "worst_pin_slew_ps": 937.1,
  "combPwrFrac_pct": 0.1,
  "design_area_um2": 11700,
  "hpwl_mm": 16.59,
  "syn-instance-count": 1288,
  "chipArea_um2": 21350,
  "synth.top_cell.area_share_pct": 16.97,
  "io_pins": 45,
  "yosys.stat.seqShare_pct": 20.15,
  "p_seq_share_pct": 15.6,
  "area_growth_pct": 12.64,
  "worstPathCellList": "ha_1 > and3_1 > nor4_1 > o21ai_0 > a21oi_1 > nor2_1 > buf_4",
  "p_clk_share_pct": 84.3,
  "layout.cells.non_filler": 1599,
  "top_cells_by_area": "dfxtp_1 (17%), ha_1 (12%), xnor2_1 (4.6%)",
  "drt-wirelength-per-cell_um": 13.91,
  "first_global_vias": 8869,
  "status": "completed",
  "cellPowerDensity_nw_per_um2": 195.0,
  "rsz0062_at_grt": "false",
  "cts_tree": "yes",
  "drc": 0,
  "skew_ps": 1.700,
  "n_antenna_cell": 0,
  "place_congestion": 0.9120,
  "warnings": 156,
  "clk_pin_slew_ps": 50,
  "post_dp_cell_area_um2": 10790,
  "drt-total-wl_mm": 22.25,
  "first_pass_iters": 5,
  "worstPathArrival_ps": 2060,
  "port-buffer-count": 30,
  "die_w_um": 146.1,
  "dp_cells": 1553,
  "drt_iter0_drc": 518,
  "flop_area_um2": 2092
}
-- per-stage QoR --
| step | setup WS (ps) | hold slack, ps |
|---|---|---|
| final | 1590 | 442.7 |
| after global routing | 1390 | 473.8 |
| after CTS | 1575 | 446.0 |
| after detailed placement | 1594 | 436.7 |
| after global placement | 1579 | 422.9 |
| after floorplan | 1718 | 413.0 |
-- layer usage --
metal | global-route usage (%) | wire (um) | vias up
li1 | - | - | 4756
met2 | 33.01 | 10320 | 119
met3 | 3.280 | 418 | 33
met5 | 0 | 0 | -
met1 | 30.15 | 11240 | 4217
met4 | 7.656 | 265 | 0
-- path summary, 6_finish.rpt --
check                           cells after the start  slack (ps)            endpoint               start
worst max-delay path                                7        1590     clock.out_100hz  clock.count_reg[0]
worst min-delay path                                1         440  clock.count_reg[0]  clock.count_reg[0]
worst max register to register                      7        1590     clock.out_100hz  clock.count_reg[0]
worst min register to register                      1         440  clock.count_reg[0]  clock.count_reg[0]
-- power by group through the flow --
stage     Combinational [W]  Clock [W]  Sequential [W]
4_1_cts          0.00000164    0.00198        0.000356
6_report         0.00000140    0.00192        0.000356
5_1_grt          0.00000223    0.00206        0.000355
-- critical path, delay by kind of cell (launching register included) --
kind | cells | cell delay [ps]
DFF | 1 | 340
adders and majority gates | 1 | 180
buffers and inverters | 1 | 280
and+or+nand+nor | 3 | 750
AOI/OAI and AO/OA | 2 | 260
-- cells by family after synthesis --
logic type	Yosys count	share of synthesized area (%)
other cells	2	0.07233
buf+inv	132	5.905
simple gates	477	23.22
mux	49	5.507
flops	99	20.15
compound gates	354	26.73
fa+ha+maj	97	11.76
xor+xnor	78	6.652
-- cell usage in the layout (no fill, tap or decap), drive strengths merged, types with 7 or more instances in the layout --
master / n
a211o: 14
a211oi: 10
a21o: 23
a21oi: 51
a221oi: 9
a22o: 9
a2bb2oi: 7
a31oi: 11
and2: 48
and3: 25
clkbuf: 37
clkdlybuf4s50: 30
clkinv: 8
conb: 13
dfxtp: 88
edfxtp: 11
ha: 96
inv: 80
mux2: 17
mux2i: 32
nand2: 111
nand2b: 8
nand3: 54
nand4: 22
nor2: 109
nor2b: 16
nor3: 30
nor4: 15
o211ai: 23
o21a: 8
o21ai: 75
o22ai: 10
o2bb2ai: 7
o311ai: 7
o31ai: 10
or2: 8
or3: 13
xnor2: 55
xor2: 23
-- final cells by class --
cell class	instances	share of cell area (%)
multi-input cells	1068	66.00
flip-flops and latches	99	17.89
well taps	270	2.889
clock buffers	37	7.189
clock inverters	9	0.5135
inverters	80	2.568
repair buffers	36	2.953
No activity file was given, so power comes from the tool's default toggle rates.
